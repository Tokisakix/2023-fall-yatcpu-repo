## /design/flow/design.v

```verilog
`timescale 1ns / 1ps
module clock_control(
    input clock_in,
    input enable_clk,
    output reg clock_out
);
    reg[3:0] counter = 4'd0;
    parameter DIVISOR = 4'd5;
    always @(posedge clock_in)
    begin
        counter <= counter + 4'd1;
        if(counter>=(DIVISOR-1)) begin
            counter <= 4'd0;
        end
        clock_out <= ((counter<DIVISOR/2)?1'b1:1'b0) && enable_clk;
    end
endmodule
```

## /design/flow/run.sh

```bash
#!/bin/bash
# OpenROAD 26Q1-2900-gdf79404cd8, Yosys 0.63+post, stock flow scripts
make -C /OpenROAD-flow-scripts/flow DESIGN_CONFIG=/design/flow/config.mk WORK_HOME=/design/flow/orfs finish
```

## /design/flow/config.mk

```make
export PLATFORM = sky130hd
export DESIGN_NAME = clock_control
export DESIGN_NICKNAME = clock_control
export VERILOG_FILES = /design/flow/design.v
export SDC_FILE = /design/flow/constraint.sdc
export NUM_CORES = 4
export LEC_CHECK = 1
export CORE_AREA = 10 10 70 70
export DIE_AREA = 0 0 80 80
```

## /design/flow/constraint.sdc

```tcl
current_design clock_control

set clk_period 1.0
set clk_io_pct 0.2

create_clock -name clk0 -period $clk_period [get_ports {clock_in}]

set non_clock_inputs [all_inputs -no_clocks]
set_input_delay [expr $clk_period * $clk_io_pct] -clock clk0 $non_clock_inputs
set_output_delay [expr $clk_period * $clk_io_pct] -clock clk0 [all_outputs]
```

==> metrics.cfg <==
[setup_path]
cp_max_fo = 1
cp_cell_sequence = dlygate4sd2_1
required_ps = 800
worstSetupPathType = reg2out
cp-end-kind = primary output
cpLargestDelayFamily = flip-flops
crit_slowest_cell = dfxtp_1
worst-path-buf-inv = 1
critPathLaunchType = register
critPathMaxStageDelay_ps = 290
worstPathArrival_ps = 760

[grt]
antenna_found_initial = 0
grt_max_degree = 5
grt_pass1_vias = 97
gr-total-overflow = 0
grt_pass1_wl_um = 427
track_usage_pct = 1.04

[job]
cap_violations = 0
warnings = 25

[floorplan]
io_pins = 3
die_w_um = 80
core_area_um2 = 3420
die_h_um = 80
num_rows = 21
dieArea_um2 = 6400
fp_util_pct = 4.43

[placed_design]
place_ws_ps = 55.8
place_area_um2 = 229
portBuffers = 2
dpl.cell_count = 59
gp_congestion = 0.613

[detailed_routing]
vias = 94
dr.pass1.iters = 2
drtAntennaViolNets = 0
post_drt_via_cell_ratio = 1.49
antennaDiodeCount = 0
postRouteWirelength_um = 269
routedWlPerCell_um = 4.27
drt_iter0_markers = 11
remaining_drc_errors = 0

[final_layout]
finalInstanceArea_um2 = 255
fin_util_pct = 7.47
n_fill_cell = 406
layout-drive-gt1-share_pct = 29.4
area_growth_pct = 68.6
fin_cells = 63

[logic_synthesis]
synth.avg_cell_area_um2 = 13.8
yosysMostFrequentCell = dfxtp_1
yosysUniqueCellTypes = 6
synthTopCellsByCount = 5 x dfxtp_1, 2 x nor3b_1
ys_ff = 5
yosys_warnings = 1
yosysTopAreaCell = dfxtp_1
yosys-top-cells-area = dfxtp_1 66%, nor3b_1 9.9%, nor4b_2 9.9%
syn-cell-area_um2 = 151
yosys.stat.seqShare_pct = 66.1
edf_count = 0
async_flop_share_pct = 0
yosys_area_um2 = 151
ys_cells = 11
ys.flop_type = dfxtp_1
syn_inst = 11
top_cell_area_share_pct = 66.1

[final_timing]
setup_viol = 0
slew_violations = 0
period_used_pct = 95.8
timing.fmax_ghz = 1.04
finalHoldWorstSlack_ps = 424
finalCriticalPeriod_ps = 958
finalHoldViolCount = 0
rsz0062_at_grt = false
setup_slack_ps = 42.2
setup-tns-final_ps = 0
skew_ps = 3.92

[pwr]
p_sw_mw = 0.107
power_density_nw_per_um2 = 1900
power.internal_mw = 0.378
vdd.ir_drop.worst_v = 0.000297
leakagePower_nw = 0.0906
swShare_pct = 22.1
p_comb_share_pct = 4.6
power_mw = 0.485
seqPwrFrac_pct = 46.6
power_frac_clock_pct = 48.8

[clock_tree]
postCtsHoldBufs = 0
clockBufferDepth = 2
numCtsBuffers = 3
cts_sinks = 5
cts_setup_buffers = 0
cts.clk_slew.worst_paths_ps = 50
cts_root_buffer = clkbuf_4
cts_tree = built
htreeDepth = 1
clkLatencyLatePin_ps = 250

[run_status]
outcome = finished, final reports clean

[hold_path]
hold_class = reg2reg

-- registers in the layout (all words and copies together), names as in the netlist --
signal / cells
counter: 4
clock_out: 1
-- cell families (layout without fill, tap and decap cells) --
| kind of cell | Yosys count | after routing | synth area share, % |
|---|---|---|---|
| simple gates | 4 | 4 | 23.1 |
| other cells | 1 | 1 | 2.48 |
| buf+inv | 0 | 6 | 0 |
| flops | 5 | 5 | 66.1 |
| fa+ha+maj | 1 | 1 | 8.26 |
-- cell type report --
class | count | area (um2) | share of cell area (%)
Multi-Input combinational cell | 6 | 51.3 | 20.1
Timing Repair Buffer | 2 | 18.8 | 7.35
Clock buffer | 3 | 22.5 | 8.82
Clock inverter | 1 | 5.00 | 1.96
Tap cell | 46 | 57.6 | 22.5
Sequential cell | 5 | 100 | 39.2
-- layout by cell type (no fill, tap or decap) --
master | netlist | routed
dlygate4sd2_1 | 0 | 1
conb_1 | 1 | 1
dfxtp_1 | 5 | 5
clkdlybuf4s50_1 | 0 | 1
nor4b_2 | 1 | 1
ha_1 | 1 | 1
clkbuf_4 | 0 | 3
nor3b_1 | 2 | 2
nor3_1 | 1 | 1
clkinv_2 | 0 | 1
-- worst paths after layout --
| check | depth (start not counted) | from | slack [ps] | end |
|---|---|---|---|---|
| worst max-delay path | 1 | clock_out | 40 | clock_out |
| worst min-delay path | 1 | counter[0] | 420 | counter[0] |
| worst max register to register | 2 | counter[0] | 180 | counter[1] |
| worst min register to register | 1 | counter[0] | 420 | counter[0] |
-- timing repair --
item	CTS	global route
hold endpoints to repair	0	0
endpoints found under the setup margin	1	0
resized	1	0
-- power by group through the flow --
stage,combinational (mW),sequential (mW),clock (mW)
after global routing,0.0261,0.228,0.268
final,0.0222,0.226,0.236
after CTS,0.0228,0.226,0.249
-- per-layer routing --
layer / vias to the layer above / global-route usage [%] / wire, um
li1: 50 / - / -
met4: 0 / 0.352 / 0
met1: 39 / 0.935 / 133
met5: - / 0 / 0
met2: 5 / 0.722 / 70
met3: 0 / 2.27 / 65
Power figures rest on the tool's default switching activity, not on a simulated workload.
